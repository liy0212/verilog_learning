==> flow/design.v <==
`timescale 1ns / 1ps
module sequence_detection_module(x,z,clk,rstn,state);
input x,clk,rstn;
output z;
output [2:0]state;
reg [2:0]state;
wire z;
parameter IDLE='d0,A='d1,B='d2,C='d3,D='d4,E='d5,F='d6,G='D7;
assign z=(state==E&&x==1)?1:0;
always@(posedge clk)
begin
if(!rstn)
    begin
    state<=IDLE;
    end
else
    casex(state)
    IDLE:if(x==0)
        begin
            state<=A;
        end
    A:if(x==1)
        begin
            state<=B;
        end
     B:if(x==1)
        begin
            state<=C;
        end
        else
        begin
            state<=A;
        end
      C:if(x==0)
        begin
            state<=D;
        end
        else
        begin
            state<=F;
        end
      D:if(x==1)
        begin
            state<=E;
        end 
        else
        begin
            state<=A;
        end
       E:if(x==1)
        begin
            state<=C;
        end 
        else
        begin
            state<=A;
        end
       F:if(x==0)
        begin
            state<=A;
        end
       default:state=IDLE;
       endcase 
end
endmodule
==> flow/run.sh <==
#!/bin/bash
# OpenROAD 26Q1-2900-gdf79404cd8, Yosys 0.63+post, stock flow scripts
make -C /OpenROAD-flow-scripts/flow DESIGN_CONFIG=/design/flow/config.mk WORK_HOME=/design/flow/orfs finish
==> flow/config.mk <==
export PLATFORM = sky130hd
export DESIGN_NAME = sequence_detection_module
export DESIGN_NICKNAME = sequence_detection_module
export VERILOG_FILES = /design/flow/design.v
export SDC_FILE = /design/flow/constraint.sdc
export NUM_CORES = 4
export LEC_CHECK = 1
export CORE_AREA = 10 10 70 70
export DIE_AREA = 0 0 80 80
==> flow/constraint.sdc <==
current_design sequence_detection_module

set clk_period 1.3
set clk_io_pct 0.2

create_clock -name clk0 -period $clk_period [get_ports {clk}]

set non_clock_inputs [all_inputs -no_clocks]
set_input_delay [expr $clk_period * $clk_io_pct] -clock clk0 $non_clock_inputs
set_output_delay [expr $clk_period * $clk_io_pct] -clock clk0 [all_outputs]
==> results.json <==
{
  "reg2reg_to": "state[0]$_SDFFE_PN0P_",
  "cp_cell_sequence": "nand2b_4 -> buf_6 -> buf_6 -> buf_6 -> buf_6 -> buf_4 -> o221a_1",
  "critPathArrivalTime_ps": 1460,
  "path_clk_slew_ps": 40,
  "rsz0062_at_grt": "yes",
  "crit_type": "reg -> reg",
  "vias": 180,
  "route.detailed.drc": 0,
  "min_path_type": "reg -> reg",
  "ys_types": 11,
  "crit_slowest_cell": "dfxtp_2",
  "core_um2": 3420,
  "initial_utilization_pct": 3.81,
  "critPathMaxFanout": 2,
  "grt_overflow": 0,
  "end_kind": "flip-flop",
  "min_period_ps": 1330,
  "clock_latency_ps": 240,
  "outcome": "complete, but fails checks",
  "power_uw": 333,
  "synth-seq-cells": 3,
  "setup_slack_ps": -31.8,
  "numCtsBuffers": 3,
  "ff2ff_path_depth": 7,
  "largest_area_cell": "dfxtp_1",
  "path_buffers": 5,
  "totalWireLength_um": 620,
  "drtPass1Iterations": 3,
  "syn_area_per_cell_um2": 9.29,
  "violations": "negative setup slack",
  "grt_max_degree": 6,
  "post_dp_cell_area_um2": 293,
  "endpoint": "state[0]$_SDFFE_PN0P_",
  "h-tree-depth": 1,
  "antenna_left": 0,
  "antenna_found_initial": 0,
  "fp-row-count": 21,
  "warning_count": 27,
  "fin_area_um2": 375,
  "io_buffers": 6,
  "tns_ps": -31.8,
  "die_h_um": 80,
  "cts_root_buf": "clkbuf_4",
  "finalClockPeriodUsage_pct": 102,
  "syn_area_um2": 130,
  "synth_top_area_share_pct": 46.2,
  "clock_path_buffers": 2,
  "crit_cells": 7,
  "postSynthSeqShare_pct": 46.2,
  "final_max_slew_viol_count": 0,
  "start_kind": "flip-flop",
  "crit_family": "buffers and inverters",
  "largest_reg_flops": 3,
  "crit_top_cell": "buf_6",
  "hold-worst-slack_ps": 575,
  "r2r_slack_ps": -30,
  "clock_sinks": 3,
  "crit_path_start": "state[1]$_SDFFE_PN0P_",
  "fin_worst_skew_ps": 1.29,
  "vias_per_cell": 2.25,
  "tritoncts": "built",
  "hpwl_um": 392,
  "cap_violations": 0,
  "ys_area_um2": 130,
  "r2r-start": "state[1]$_SDFFE_PN0P_",
  "p_per_area_nw_per_um2": 888,
  "fillCellCount": 400,
  "io_pins": 7,
  "power_leakage_uw": 0.000173,
  "top_cells_by_area": "dfxtp_1 46%, nand3b_1 12%, o221a_1 8.7%, a21boi_0 5.8%, o211ai_1 5.8%",
  "die-area_um2": 6400,
  "drt_iter0_markers": 5,
  "areaGrowthSynthToFinish_pct": 188,
  "irDropWorstVdd_uv": 135,
  "slew_headroom_pct": 89.4,
  "hold_viol_final": 0,
  "dieWidth_um": 80,
  "grt_pass1_vias": 193,
  "wl_per_cell_um": 7.75,
  "cp.required_ps": 1420,
  "reg.largest.list": "state (3)",
  "cpPeakStageDelay_ps": 310,
  "ys_cells": 14,
  "finalSetupViolCount": 1,
  "post-route-util_pct": 11.0,
  "grtUsageTotal_pct": 2.06,
  "largest_register": "state",
  "grt_pass1_wl_um": 952,
  "min-delay-start": "state[1]$_SDFFE_PN0P_",
  "fmax_mhz": 751,
  "place.gp.congestion": 0.688,
  "yosys_warnings": 1,
  "n_antenna_cell": 0,
  "synth_cells": 14,
  "worst_slew_pin_slew_ps": 157,
  "layout-drive-gt1-share_pct": 55.9
}
## final cells by class
cell class	count	area (um2)	share of cell area [%]
inverter	1	3.75	1.00
timing repair buffer	16	148	39.3
sequential	3	63.8	17.0
tap	46	57.6	15.3
multi-input combinational	10	76.3	20.3
clock buffer	4	26.3	7.00
## through the flow
stage	worst slack [ps]	cells
floorplan	496	14
detailed placement	-367	72
global route	-77.8	80
CTS	-182	81
global placement	-364	72
finish	-31.8	80
## where the power goes
part | switching (uW) | internal [uW] | total, uW
logic | 20.2 | 42.6 | 62.8
clock network | 55.2 | 115 | 171
registers | 2.58 | 97.3 | 99.9
total | 78.0 | 255 | 333
## cells in the final DEF (no fill, tap or decap), types with 2 or more instances in the layout
cell type | netlist | routed
buf_4 | 0 | 6
buf_6 | 0 | 4
clkbuf_4 | 0 | 3
dfxtp_2 | 0 | 3
nand3b_1 | 2 | 2
dlygate4sd2_1 | 0 | 2
dlymetal6s2s_1 | 0 | 2
## worst min path at each step
stage / end / depth (start not counted)
CTS: state[1]$_SDFFE_PN0P_ / 2
global route: state[1]$_SDFFE_PN0P_ / 2
finish: state[1]$_SDFFE_PN0P_ / 2
## cells in the mapped netlist
| cell type | n |
|---|---|
| a21boi_0 | 1 |
| nand3b_1 | 2 |
| nand2b_1 | 1 |
| o211ai_1 | 1 |
| dfxtp_1 | 3 |
| o221a_1 | 1 |
| inv_1 | 1 |
| a21oi_1 | 1 |
| nor2_1 | 1 |
| nand2_1 | 1 |
| a31oi_1 | 1 |
## metal layers
| layer | vias up | share of wire (%) | GRT usage (%) |
|---|---|---|---|
| met5 | - | 0 | 0 |
| met4 | 0 | 0 | 0.352 |
| met3 | 0 | 24 | 2.84 |
| met2 | 10 | 36 | 2.33 |
| met1 | 78 | 40 | 2.19 |
| li1 | 92 | - | - |
## logic make-up after synthesis
family / share of synthesized area, %
AND/OR/NAND/NOR: 22.1
AND-OR/OR-AND: 28.8
flip-flops: 46.2
buffers and inverters: 2.88
## worst reg2reg max path: stages (launching register included)
cell and delay (ps):
dfxtp_2 310, nand2b_4 140, buf_6 110, buf_6 100, buf_6 100, buf_6 100, buf_4 110, o221a_1 240
## timing repair
item	4_1_cts	5_1_grt
pin swaps	1	1
gates resized	6	10
buffers inserted	5	1
setup endpoints to repair	4	3
hold buffers	0	0
Power and IR drop assume default switching activity.
